<file path="./run.sh">
#!/bin/bash
# OpenROAD 26Q1-2900-gdf79404cd8, Yosys 0.63+post, stock flow scripts
make -C /OpenROAD-flow-scripts/flow DESIGN_CONFIG=/design/flow/config.mk WORK_HOME=/design/flow/orfs finish
</file>
<file path="./config.mk">
export PLATFORM = sky130hd
export DESIGN_NAME = LBP
export DESIGN_NICKNAME = LBP
export VERILOG_FILES = /design/flow/design.v
export SDC_FILE = /design/flow/constraint.sdc
export NUM_CORES = 4
export LEC_CHECK = 1
export CORE_UTILIZATION = 50
</file>
<file path="./constraint.sdc">
current_design LBP

set clk_period 6.8
set clk_io_pct 0.2

create_clock -name clk0 -period $clk_period [get_ports {clk}]

set non_clock_inputs [all_inputs -no_clocks]
set_input_delay [expr $clk_period * $clk_io_pct] -clock clk0 $non_clock_inputs
set_output_delay [expr $clk_period * $clk_io_pct] -clock clk0 [all_outputs]
</file>
<file path="./design.v">
`timescale 1ns/10ps
module LBP ( clk, reset, gray_addr, gray_req, gray_ready, gray_data, lbp_addr, lbp_valid, lbp_data, finish);
input   	clk;
input   	reset;
output  reg [13:0] 	gray_addr;
output  reg      	gray_req;
input   	    gray_ready;
input   [7:0] 	gray_data;
output  reg [13:0] 	lbp_addr;
output  reg 	lbp_valid;
output  reg [7:0] 	lbp_data;
output  reg 	finish;
parameter   IDLE = 0,
            R0   = 1,
            R1   = 2,
            R2   = 3,
            R3   = 4,
            R4   = 5,
            R5   = 6,
            R6   = 7,
            R7   = 8,
            R8   = 9,
            R9   = 10,
            WRITE = 11,
            DONE = 12;
reg [12:0] cs,ns; 
reg [13:0] g4_addr;
wire [13:0] g0_addr;
wire [13:0] g1_addr;
wire [13:0] g2_addr;
wire [13:0] g3_addr;
wire [13:0] g5_addr;
wire [13:0] g6_addr;
wire [13:0] g7_addr;
wire [13:0] g8_addr;
assign g0_addr = g4_addr - 14'd129;
assign g1_addr = g4_addr - 14'd128;
assign g2_addr = g4_addr - 14'd127;
assign g3_addr = g4_addr - 14'd1;
assign g5_addr = g4_addr + 14'b1;
assign g6_addr = g4_addr + 14'd127;
assign g7_addr = g4_addr + 14'd128;
assign g8_addr = g4_addr + 14'd129;
reg [7:0] g0;
reg [7:0] g1;
reg [7:0] g2;
reg [7:0] g3;
reg [7:0] g4;
reg [7:0] g5;
reg [7:0] g6;
reg [7:0] g7;
reg [7:0] g8;
wire comp_g0;
wire comp_g1;
wire comp_g2;
wire comp_g3;
wire comp_g5;
wire comp_g6;
wire comp_g7;
wire comp_g8;
wire [7:0] k_out;  
reg [6:0] cnt;
reg o_en;
assign comp_g0 = (g0>=g4)? 1'b1:1'b0;
assign comp_g1 = (g1>=g4)? 1'b1:1'b0;
assign comp_g2 = (g2>=g4)? 1'b1:1'b0;
assign comp_g3 = (g3>=g4)? 1'b1:1'b0;
assign comp_g5 = (g5>=g4)? 1'b1:1'b0;
assign comp_g6 = (g6>=g4)? 1'b1:1'b0;
assign comp_g7 = (g7>=g4)? 1'b1:1'b0;
assign comp_g8 = (g8>=g4)? 1'b1:1'b0;
assign k_out = {comp_g8,comp_g7,comp_g6,comp_g5,comp_g3,comp_g2,comp_g1,comp_g0};
always@(posedge clk or posedge reset)begin
    if(reset) begin
        cs <= 'd0;
	cs[IDLE] <= 1'b1;
    end
    else cs <= ns;
end
always@(*)begin
    ns = 13'd0;
    case(1'b1) 
        cs[IDLE]: ns[R0] = 1'b1;
        cs[R0]:begin
            if(gray_ready) ns[R1] = 1'b1;
            else ns[R0] = 1'b1;
        end
        cs[R1]:begin
            if(gray_ready) ns[R2] = 1'b1;
            else ns[R1] = 1'b1;
        end
        cs[R2]:begin
            if(gray_ready) ns[R3] = 1'b1;
            else ns[R2] = 1'b1;
        end
        cs[R3]:begin
            if(gray_ready) ns[R4] = 1'b1;
            else ns[R3] = 1'b1;
        end
        cs[R4]:begin
            if(gray_ready) ns[R5] = 1'b1;
            else ns[R4] = 1'b1;
        end
        cs[R5]:begin
            if(gray_ready) ns[R6] = 1'b1;
            else ns[R5] = 1'b1;
        end
        cs[R6]:begin
            if(gray_ready) ns[R7] = 1'b1;
            else ns[R6] = 1'b1;
        end
        cs[R7]:begin
            if(gray_ready) ns[R8] = 1'b1;
            else ns[R7] = 1'b1;
        end
        cs[R8]:begin
            if(gray_ready) ns[R9] = 1'b1;
            else ns[R8] = 1'b1;
        end
        cs[R9]: ns[WRITE] = 1'b1;
        cs[WRITE]:begin
            if(o_en) ns[DONE] = 1'b1;            
            else ns[R0] = 1'b1;
        end
		  default:begin
				ns[R0] = 1'b1;
		  end
    endcase
end
always@(posedge clk or posedge reset)begin
    if(reset)begin
        finish <= 1'b0;
        gray_addr <= 14'd0;
        gray_req <= 1'b0;
        lbp_addr <= 14'd0;
        lbp_valid <= 1'b0;
        lbp_data <= 8'd0;
        g4_addr <= 14'd129;
        cnt <= 7'b0;
        o_en <= 1'b0;
        g0 <= 8'd0;
        g1 <= 8'd0;
        g2 <= 8'd0;
        g3 <= 8'd0;
        g4 <= 8'd0;
        g5 <= 8'd0;
        g6 <= 8'd0;
        g7 <= 8'd0;
        g8 <= 8'd0;
    end
    else begin 
		case(1'b1) 
        cs[IDLE]:begin
            finish <= 1'b0;
            lbp_valid <= 1'b0;
            g4_addr <= 14'd129;
            gray_req <= 1'b0;
            cnt <= 7'b0;
        end
        cs[R0]:begin
            gray_req <= 1'b1;
            gray_addr <= g0_addr;
            lbp_valid <= 1'b0;
            finish <= 1'b0;
        end
        cs[R1]:begin
            gray_addr <= g1_addr;
            g0 <= gray_data;
        end
        cs[R2]:begin
            gray_addr <= g2_addr;
            g1 <= gray_data;
        end
        cs[R3]:begin
            gray_addr <= g3_addr;
            g2 <= gray_data;
        end
        cs[R4]:begin
            gray_addr <= g4_addr;
            g3 <= gray_data;
        end
        cs[R5]:begin
            gray_addr <= g5_addr;
            g4 <= gray_data;
        end
        cs[R6]:begin
            gray_addr <= g6_addr;
            g5 <= gray_data;
        end
        cs[R7]:begin
            gray_addr <= g7_addr;
            g6 <= gray_data;
        end
        cs[R8]:begin
            gray_addr <= g8_addr;
            g7 <= gray_data;
        end
        cs[R9]:begin
            g8 <= gray_data;
        end
        cs[WRITE]:begin
            gray_req <= 1'b0;
            lbp_addr <= g4_addr;
            lbp_valid <= 1'b1;
            lbp_data <= k_out;
            o_en <= (g4_addr == 14'd16253)? 1'b1:1'b0;
            if(cnt == 7'd125)begin
                g4_addr <= g4_addr + 7'd3;
                cnt <= 7'd0;
            end
            else begin
                g4_addr <= g4_addr + 7'd1;
                cnt <= cnt + 1'b1;
            end
        end
        cs[DONE]:begin
            gray_req <= 1'b0;
            lbp_valid <= 1'b0;
            finish <= 1'b1;
        end
    endcase
	 end
end
endmodule
</file>
==> results.cfg <==
; generated from flow reports
[run_status]
status = finished, final reports clean

[placed_design]
dpl_worst_slack_ps = 3870
placed_area_mm2 = 0.00957
gp_congestion = 0.963
hpwl_mm = 16.7
port-buffer-count = 49

[power]
p_leak_nw = 4.64
vdd_drop_max_mv = 0.174
power_density_mw_per_mm2 = 197

[drt]
n_antenna_cell = 0
dr.pass1.iters = 5
ant_nets = 0
vias = 7042
drt_iter0_drc = 464
drc_errors = 0
viasPerCell = 6.06
wl_per_cell_um = 20.2
wirelength_mm = 23.5

[global_routing]
grt_usage = 0.281
grt_start_max_net_pins = 64
grt-ovfl-total = 0
grt_pass1_vias = 7006
grt_first_pass_wirelength_mm = 38.1
antenna_found_initial = 0

[clock_network]
cts_tree = built
root_buffer = clkbuf_16
cts.repair.resized = 0
cts_buffers = 17
cts_hold_buf = 0
cts_buffer_depth = 2
post_cts_buffers = 0
cts.htree.levels = 4
path_clk_slew_ps = 60
clock-sinks = 146
worstSkewPairLatency_ps = 420

[timing]
layout_setup_ws_ps = 4020
rsz0062_at_grt = no
clock.fmax_ghz = 0.359
drv_slew = 0
skew_ps = 8.74
fin_setup_tns_ps = 0
period_minus_slack_ps = 2780
relSlewSlack = 0.439
period_used_share = 0.409
worst_pin_slew_ps = 842
hold_viol_final = 0
setup_viol = 0

[yosys]
topCellsByArea = dfrtp_1 (40%), ha_1 (10%), mux2_2 (9.2%)
syn_area_mm2 = 0.00897
syn_inst = 901
top_cell_area_share = 0.399
ys_cells = 901
async_flop_share = 1.00
yosys_area_mm2 = 0.00897
synth.largest_area_cell = dfrtp_1
synth_flop_count = 146
yosys-top-cells-count = dfrtp_1 (143), nor2_1 (78), ha_1 (74)
synth.most_common_cell = dfrtp_1
syn_area_per_cell_um2 = 9.96
ys_seq_share = 0.408
yosysWarnings = 1
ys_types = 79
ff_type = dfrtp_1
edf_count = 0

[die]
dieArea_mm2 = 0.0185
die_height_um = 136
ios = 50
die_w_um = 136
core_area_mm2 = 0.0174
rows = 48
fp_util = 0.515

[worst_hold_path]
holdCritStartpoint = gray_addr[5]$_DFFE_PP0P_
hp-class = reg2reg
hold-path-endpoint = gray_addr[5]$_DFFE_PP0P_
holdPathStages = 2

[critical_path]
cp_slowest_cell = dfstp_2
critPathKind = reg2reg
slowest_delay_ps = 790
crit_chain = clkinv_1, ha_1, nor3b_2, nor3b_2, a2111oi_0, nor4_1, nand3_1, o22ai_1
worstRegToRegCells = 8
crit_path_start_kind = flop
r2r_slack_ps = 4020
cp_common_cell = nor3b_2
r2r-end = gray_addr[13]$_DFFE_PP0P_
cp.required_ps = 7100
cp-end-kind = flop
worstPathMaxFanout = 23
arrival_ps = 3080
r2r_start = g4_addr[7]$_DFFE_PP1P_

[cells_and_area]
nFillCells = 1454
area_delta_synth_final_pct = 12.8
drive_gt1_frac = 0.150
fin_util = 0.581
fin_area_mm2 = 0.0101

[job]
warning_count = 32
max_cap_violations = 0
## worst max-delay path by stage
stage	startpoint	end	slack [ps]	depth (start not counted)
after CTS	g4_addr[1]$_DFFE_PP0P_	gray_addr[12]$_DFFE_PP0P_	4080	8
after global routing	g4_addr[7]$_DFFE_PP1P_	gray_addr[13]$_DFFE_PP0P_	3810	8
final	g4_addr[7]$_DFFE_PP1P_	gray_addr[13]$_DFFE_PP0P_	4020	8
## per-layer routing
layer | GRT usage | wire length [µm]
met1 | 0.403 | 10100
met4 | 0.0846 | 838
met2 | 0.452 | 11500
met5 | 0 | 0
met3 | 0.0509 | 1060
## logic make-up (layout without fill, tap and decap cells)
group | count (synthesis) | in the layout | share of synthesized area
AND-OR/OR-AND | 210 | 210 | 0.157
XOR/XNOR | 36 | 36 | 0.0351
adder cells (fa/ha/maj) | 74 | 74 | 0.103
buffers and inverters | 84 | 121 | 0.0400
flip-flops | 146 | 146 | 0.408
multiplexers | 77 | 77 | 0.0961
other | 1 | 1 | 0.000418
AND/OR/NAND/NOR | 273 | 273 | 0.160
## worst max-delay path, delay by kind of cell, from the launching register on
| family | cells | cell delay [ps] |
|---|---|---|
| compound gates | 2 | 530 |
| fa+ha+maj | 1 | 350 |
| buf+inv | 1 | 390 |
| flops | 1 | 790 |
| simple gates | 4 | 600 |
## area by class of cell
class	count	area [µm²]	share of cell area
clock buffer	21	450	0.0445
clock inverter	11	104	0.0103
inverter	32	125	0.0124
multi-input combinational	671	4960	0.490
sequential	146	3660	0.361
tap	225	282	0.0278
timing repair buffer	57	551	0.0544
## placed cells by master (no fill, tap or decap), types with 5 or more instances in the layout
cell,n
clkdlybuf4s50_1,49
a22o_1,10
nand2_1,57
a21o_1,26
dfrtp_1,143
a211oi_1,11
a31oi_1,9
a221oi_1,5
ha_1,74
nor4_1,5
nor2_1,78
o31ai_1,8
inv_1,30
mux2_2,73
nor2b_1,6
a21oi_1,44
nand3_1,25
clkbuf_16,17
clkinvlp_4,5
nand2b_1,15
nor3_1,22
o211ai_1,5
nor3b_1,7
or3_1,10
xnor2_1,19
nand4_1,11
o21ai_0,50
xor2_1,17
buf_4,8
## power by group
group | internal [mW] | switching [mW]
logic | 0.0832 | 0.0888
registers | 0.913 | 0.0261
clock network | 0.514 | 0.366
## stage by stage
step | power, mW | hold WS, ps | cells
finish | 1.99 | 484 | 1163
detailed placement | 1.13 | 482 | 1131
CTS | 2.01 | 496 | 1163
global route | 2.08 | 521 | 1163
floorplan | 1.05 | 426 | 901
global placement | 1.12 | 467 | 1131
## flip-flops by register name, indices dropped and copies added (netlist names), 13 cells and up
name,flops
cs,13
g4_addr,14
gray_addr,14
lbp_addr,14
No activity file was given, so power comes from the tool's default toggle rates.
